==> flow/design.v <==
module dpram #(
    parameter               LOG2_L = 4
)(
    input                   clk,
    input                   we,
    input   [LOG2_L-1:0]    d_a,
    input   [15:0][7:0]     d,
    input   [LOG2_L-1:0]    q_a,
    output  [15:0][7:0]     q
);
    reg    [127:0]         mem[0:(2**LOG2_L)-1];
    integer i;
    initial begin
        for (i = 0; i < 2**LOG2_L; i = i + 1)
            mem[i] = 128'd0;
    end
    assign                 q = mem[q_a];
    always @(posedge clk)
        if (we)
            mem[d_a] <= d;
endmodule
module f1_k_fsm(
    input                   reset_n,
    input                   clk,
    input                   k1_2_valid_s,
    input   [15:0][7:0]     key1,
    input   [15:0][7:0]     key2,
    input                   k3_4_valid_s,
    input   [15:0][7:0]     key3_4,
    output                  ready_s,
    input   [4:0]           addr,
    output  [15:0][7:0]     kout
);
    reg                     ready_sr = 1'b0;
    reg                     k_we;
    reg     [4:0]           cnt;
    reg     [4:0]           k_addr;
    reg     [15:0][7:0]     k_din;
    wire    [15:0][7:0]     kout_w;
    reg     [15:0][7:0]     kout_r = 128'd0;
    dpram #(.LOG2_L(5)) k_inst(
        .clk            ( clk ),
        .we             ( k_we ),
        .d_a            ( k_addr ),
        .d              ( k_din ),
        .q_a            ( addr ),
        .q              ( kout_w )
    );
    localparam  K1          = 8'h00,
                K1_IDLE     = 8'h01,
                K11         = 8'h02,
                K11_IDLE    = 8'h04,
                K2          = 8'h08,
                K2_IDLE     = 8'h10,
                K12         = 8'h20,
                K12_IDLE    = 8'h40,
                K_LAST      = 8'h80;
    reg     [7:0]   state = K1, state_next;
    always @* begin
        state_next  = state;
        k_we        = 1'b0;
        k_din       = key1;
        k_addr      = cnt;
        case (state)
            default: begin
                case ( {k1_2_valid_s, k3_4_valid_s} )
                    default: begin
                        state_next  = K1;
                        k_we        = 1'b0;
                        k_din       = key1;
                        k_addr      = cnt;
                    end
                    2'b10: begin
                        state_next  = K1_IDLE;
                        k_we        = 1'b1;
                        k_din       = key1;
                        k_addr      = cnt;
                    end
                endcase
            end
            K1_IDLE: begin
                state_next  = K11;
                k_we        = 1'b0;
                k_din       = key1;
                k_addr      = cnt;
            end
            K11: begin
                state_next  = k3_4_valid_s ? K11_IDLE : state;
                k_we        = k3_4_valid_s;
                k_din       = k_addr == 5'd0 ? key1 : key3_4;
                k_addr      = cnt + 5'd10;
            end
            K11_IDLE: begin
                state_next  = K2;
                k_we        = 1'b0;
                k_din       = k_addr == 5'd0 ? key1 : key3_4;
                k_addr      = cnt + 5'd10;
            end
            K2: begin
                state_next  = K2_IDLE;
                k_we        = 1'b1;
                k_din       = key2;
                k_addr      = cnt;
            end
            K2_IDLE: begin
                state_next  = K12;
                k_we        = 1'b0;
                k_din       = key2;
            end
            K12: begin
                state_next  = k3_4_valid_s ? K12_IDLE : state;
                k_we        = k3_4_valid_s;
                k_din       = key3_4;
                k_addr      = cnt + 5'd10;
            end
            K12_IDLE: begin
                state_next  = cnt == 5'd9 ? K_LAST : K1;
                k_we        = 1'b0;
                k_din       = key3_4;
                k_addr      = cnt + 5'd10;
            end
        endcase
    end
    always @ (posedge clk, negedge reset_n)
    if (!reset_n) begin
        state       <= K1;
        cnt         <= 5'd0;
        ready_sr    <= 1'b0;
        kout_r      <= 128'd0;
    end else begin
        state       <= state_next;
        kout_r      <= kout_w;
        ready_sr    <= 1'b0;
        case (state)
            default: begin end
            K11_IDLE, K12_IDLE: begin
                    cnt <= cnt + 1'b1;
            end
            K_LAST: begin
                cnt         <= 5'd0;
                ready_sr    <= 1'b1;
            end
        endcase
    end
    assign  ready_s  = ready_sr;
    assign  kout = kout_r;
endmodule
==> flow/run.sh <==
#!/bin/bash
# OpenROAD 26Q1-2900-gdf79404cd8, Yosys 0.63+post, stock flow scripts
make -C /OpenROAD-flow-scripts/flow DESIGN_CONFIG=/design/flow/config.mk WORK_HOME=/design/flow/orfs finish
==> flow/config.mk <==
export PLATFORM = sky130hd
export DESIGN_NAME = f1_k_fsm
export DESIGN_NICKNAME = f1_k_fsm
export VERILOG_FILES = /design/flow/design.v
export SDC_FILE = /design/flow/constraint.sdc
export NUM_CORES = 4
export LEC_CHECK = 1
export CORE_UTILIZATION = 40
==> flow/constraint.sdc <==
current_design f1_k_fsm

set clk_period 13.7
set clk_io_pct 0.2

create_clock -name clk0 -period $clk_period [get_ports {clk}]

set non_clock_inputs [all_inputs -no_clocks]
set_input_delay [expr $clk_period * $clk_io_pct] -clock clk0 $non_clock_inputs
set_output_delay [expr $clk_period * $clk_io_pct] -clock clk0 [all_outputs]
==> impl_metrics.yaml <==
# yosys + openroad results
run_status:
  status: "finished clean"
placed_design:
  routabilityCongestion: 0.843
  place_inst: 12800
  hpwl_um: 239000
  portBuffers: 521
  place_area_sq_um: 175000
power_and_ir_drop:
  p_sw_frac: 0.275
  clockPowerShare: 0.321
  vdd_drop_max_mv: 0.184
  pwr-share-comb: 0.181
  pwr-share-seq: 0.499
  power.leakage_uw: 0.0614
  power.density_nw_per_um2: 191
  p_int_uw: 26200
  power_switching_uw: 9970
route:
  drtIter0Drc: 4606
  routed-via-count: 76000
  postRouteAntennaNets: 0
  wl_per_cell_um: 30.2
  firstDrtPassIters: 5
  wl_um: 410000
  drc: 0
  viasPerCell: 5.60
hold_path:
  hp-class: "reg2reg"
  min_to: "state[5]"
  worstHoldStart: "state[3]"
  hold_depth: 1
synthesis:
  netlist_area_sq_um: 162000
  synth_seq_share: 0.782
  ys.flop_type: "edfxtp_1"
  yosysWarnings: 2
  edf_count: 4096
  ys_cells: 6847
  syn_inst: 6847
  yosys_area_sq_um: 162000
  syn_area_per_cell_sq_um: 23.6
  ys_ff: 4238
  async_flop_share: 0.0335
  synth_cell_types: 49
layout:
  drive_gt1_frac: 0.256
  syn_to_final_growth_pct: 17.2
  num-fill-cells: 31800
  final_area_sq_um: 190000
  final_cell_count_no_fill: 13600
final_timing:
  period_used_share: 0.444
  setup_viol: 0
  min_period_ps: 6080
  grt_setup_unrepaired: "false"
  tightest_slew_ps: 883
  hold_viol: 0
  whs_ps: 650
  max_freq_ghz: 0.165
  slew_headroom: 0.412
  slew_violations: 0
  skew_ps: 46.8
clock_tree:
  h-tree-depth: 5
  clk_pin_slew_worst_paths_ps: 60
  cts_setup_buffers: 0
  numCtsBuffers: 424
  cts_sinks: 4238
  postCtsHoldBufs: 0
  clk_path_buf_depth: 4
  cts_resized: 0
  cts_tree: "built"
  clockRootBuffer: "clkbuf_16"
  clkLatencyLatePin_ps: 960
critical_path:
  required_ps: 14280
  arrival_ps: 6650
  crit_fanout: 41
  worst_r2r_endpoint: "k_inst.mem[3][110]"
  r2r_slack_ps: 8670
  path_class: "in2reg"
  end_kind: "flip-flop"
  reg2reg_from: "state[3]"
  ff2ff_path_depth: 9
  startpoint_type: "input port"
die:
  io_pins: 522
  coreArea_sq_um: 403000
  dieArea_sq_um: 407000
  num_rows: 233
  dieHeight_um: 638
  initCoreUtil: 0.402
  die_w_um: 638
global_routing:
  overflow: 0
  grt_pass1_vias: 85200
  track_usage: 0.223
  grt_pass1_wl_um: 591000
  grt_max_degree: 75
  antenna_found_initial: 10
flow_run:
  warnings: 29
  cap_violations: 0
==> how the worst max path moves through the flow <==
stage             from                  end  slack [ps]  cells after the start
4_1_cts   k3_4_valid_s  k_inst.mem[24][108]        7720                      9
5_1_grt   k3_4_valid_s  k_inst.mem[24][108]        7470                      9
6_report  k3_4_valid_s  k_inst.mem[26][125]        7620                      9
==> layout make-up <==
| cell class | count | area [sq um] | share of cell area |
|---|---|---|---|
| flip-flops and latches | 4238 | 127000 | 0.668 |
| clock inverters | 243 | 2450 | 0.0129 |
| diodes | 24 | 60.1 | 0.000317 |
| clock buffers | 542 | 11600 | 0.0611 |
| inverters | 8 | 30.0 | 0.000158 |
| repair buffers | 911 | 8380 | 0.0442 |
| well taps | 5405 | 6760 | 0.0357 |
| multi-input cells | 2197 | 33700 | 0.178 |
==> power by group through the flow <==
stage / sequential [uW] / clock (uW) / combinational, uW
after global routing: 18100 / 12300 / 7140
after CTS: 18100 / 11800 / 6720
final: 18100 / 11600 / 6540
==> synth_stat cells, types with 15 or more instances <==
library cell | instances | area share
nor2_1 | 18 | 0.00042
nor3_1 | 15 | 0.00046
a22o_1 | 128 | 0.0069
buf_1 | 62 | 0.0014
mux2i_1 | 512 | 0.032
nor4_1 | 19 | 0.00073
mux4_2 | 1024 | 0.14
a221oi_1 | 133 | 0.0072
clkbuf_1 | 215 | 0.0050
and3_1 | 132 | 0.0051
a221o_1 | 128 | 0.0079
buf_2 | 126 | 0.0039
dfrtp_1 | 142 | 0.022
edfxtp_1 | 4096 | 0.76
==> cells by family (layout without fill, tap and decap cells) <==
group / Yosys count / in the layout / synth area share
simple gates: 231 / 231 / 0.00861
compound gates: 419 / 419 / 0.0235
xor+xnor: 7 / 7 / 0.000379
fa+ha+maj: 4 / 4 / 0.000309
other cells: 0 / 24 / 0
flops: 4238 / 4238 / 0.782
mux: 1536 / 1536 / 0.174
buf+inv: 412 / 1704 / 0.0106
==> sequential cells by signal, summed over array words and instances (netlist names) <==
register and cells:
k_inst.mem 4096, kout_r 128, state 8, cnt 5, ready_sr 1
==> through the flow <==
stage	power [uW]	setup TNS, ps	worst slack [ps]	utilization
after floorplan	21600	-6260660	-3120	-
after global placement	24800	0	6500	0.436
after detailed placement	25100	0	6700	0.436
after CTS	36600	0	7720	0.471
after global routing	37500	0	7470	0.471
final	36200	0	7620	0.471
==> cell usage in the layout, fill, tap and decap left out, types with 81 or more instances in the layout <==
master and count:
buf_4 374, a22o_1 128, edfxtp_1 4096, clkinv_2 81, clkbuf_16 435, mux4_2 1024, clkinv_1 85, and3_1 132
a221o_1 128, clkdlybuf4s50_1 517, a221oi_1 133, dfrtp_1 142, mux2i_1 512
==> worst max-delay path, cell delays in order <==
cell             delay, ps
clkdlybuf4s50_1        640
nand3b_1               120
a2111o_1               440
a221oi_1               480
a22oi_1                320
nor2_4                 140
buf_4                  390
buf_4                  540
buf_4                  680
==> per-layer routing <==
layer | vias up | GRT usage | wire [um]
li1 | 31600 | - | -
met1 | 38700 | 0.261 | 127000
met2 | 4986 | 0.346 | 206000
met3 | 631 | 0.152 | 63000
met4 | 12 | 0.0588 | 13400
met5 | - | 0.00354 | 223
Power and IR drop assume default switching activity.
